===== run.sh =====
#!/bin/bash
# OpenROAD 26Q1-2900-gdf79404cd8, Yosys 0.63+post, stock flow scripts
make -C /OpenROAD-flow-scripts/flow DESIGN_CONFIG=/design/flow/config.mk WORK_HOME=/design/flow/orfs finish

===== config.mk =====
export PLATFORM = sky130hd
export DESIGN_NAME = controller
export DESIGN_NICKNAME = controller
export VERILOG_FILES = /design/flow/design.v
export SDC_FILE = /design/flow/constraint.sdc
export NUM_CORES = 4
export LEC_CHECK = 1
export CORE_UTILIZATION = 30

===== constraint.sdc =====
current_design controller

set clk_period 4.7
set clk_io_pct 0.2

create_clock -name clk0 -period $clk_period [get_ports {clk}]

set non_clock_inputs [all_inputs -no_clocks]
set_input_delay [expr $clk_period * $clk_io_pct] -clock clk0 $non_clock_inputs
set_output_delay [expr $clk_period * $clk_io_pct] -clock clk0 [all_outputs]

===== design.v =====
module controller (
	input   		clk,
	output reg [3:0] rowN,
	input 	  [3:0] columnN,
	output reg [3:0] key,
	output ready
	);
	wire [3:0] row,column;
	assign rowN=~row;
	assign column=~columnN;
	wire [7:0] value;
	integer counter;
	initial
		begin
			row<=4'b0001;
			key<=4'b0000;
			ready<=1'b0;
		end
		assign value={row,cold};
	always @(posedge clk)
		if (counter>=1000000 && ~ready)
		begin	
			counter<=0;
			if(row==4'b1000)
				row<=4'b0001;
			else
				row<=row<<1;
		end
		else
			counter<=counter+1;
	assign ready = (value[3:0]==4'b0000 ? 1'b0 : 1'b1);
	always @(posedge clk)
			case (value)
				8'b00010001: key<=4'b0001;
				8'b00010010: key<=4'b0010;
				8'b00010100: key<=4'b0011;		
				8'b00011000: key<=4'b1010;
				8'b00100001: key<=4'b0100;
				8'b00100010: key<=4'b0101;
				8'b00100100: key<=4'b0110;		
				8'b00101000: key<=4'b1011;
				8'b01000001: key<=4'b0111;
				8'b01000010: key<=4'b1000;
				8'b01000100: key<=4'b1001;		
				8'b01001000: key<=4'b1100;
				8'b10000001: key<=4'b1111;
				8'b10000010: key<=4'b0000;
				8'b10000100: key<=4'b1110;		
				8'b10001000: key<=4'b1101;
				default: key<=key;
			endcase
wire [3:0] cold;
Debouncer d0 (.iClock(clk),.iBouncy(column[0]), .oPulse(), .oState(cold[0]));
Debouncer d1 (.iClock(clk),.iBouncy(column[1]), .oPulse(), .oState(cold[1]));
Debouncer d2 (.iClock(clk),.iBouncy(column[2]), .oPulse(), .oState(cold[2]));
Debouncer d3 (.iClock(clk),.iBouncy(column[3]), .oPulse(), .oState(cold[3]));
endmodule
module Debouncer
(
	input wire iClock,
	input wire iBouncy,
	output reg oPulse,
	output reg oState
);
reg [1:0] FF = 2'b0;
always @(posedge iClock)
	FF <= { FF[0], iBouncy };
reg [18:0] Counter = 19'b0;
wire [18:0] NextCounter;
wire CarryOut;
assign { CarryOut, NextCounter } = Counter + 1'b1;
always @(posedge iClock)
	if (^FF)
		Counter <= 19'b0;
	else if (!CarryOut)
		Counter <= NextCounter;
reg State = 1'b0;
always @(posedge iClock)
	if (CarryOut)
		State <= FF[1];
assign oState = State;
assign oPulse = State != FF[1] && CarryOut && !State;
endmodule

==> impl_metrics.csv <==
group,metric,value,unit
outcome,status,"finished, final reports clean",
clock_tree,cts_tree,"yes",
synthesis,top_cells_by_count,"116 x dfxtp_1, 78 x nor2_1, 52 x nand3_1",
synthesis,ys_area,6255,um^2
detailed_routing,drcViolationCount,0,
worst_setup_path,r2r_cells,6,
worst_setup_path,cp-end-kind,"primary output",
clock_tree,post_cts_resized,0,
finish,ff_latch_area,2683,um^2
clock_tree,cts.sinks,128,
worst_setup_path,path_delay_family,"buffers and inverters",
worst_setup_path,critPathRequiredTime,3760,ps
floorplan,core-area,20360,um^2
job,cap_violations,0,
global_routing,grt_overflow,0,
global_routing,grt_max_degree,20,
synthesis,logic_family,"simple AND/OR/NAND/NOR gates",
synthesis,netlist.area_leader.share,37.13,%
detailed_routing,ant_nets,0,
detailed_routing,n_antenna_cell,0,
clock_tree,post_cts_buffers,0,
hold_path,min_to,"d0.FF[1]",
synthesis,mux_area_share,0.3201,%
worst_setup_path,startpoint_type,"register",
detailed_routing,wire_per_inst,11.58,um
final_timing,relSlewSlack,50.99,%
finish,comb_area,3324,um^2
synthesis,simple_gate_share,30.11,%
clock_tree,worstSkewPairLatency,410,ps
worst_setup_path,slowest_stage,"edfxtp_1",
detailed_routing,wl,11320,um
floorplan,fp_util,30.71,%
clock_tree,clockBufferDepth,2,
synthesis,synth_cell_types,65,
synthesis,ys_sh_adder,1.200,%
global_routing,grt_pass1_vias,4415,
final_timing,period_minus_slack,2607,ps
global_routing,grt_antenna_before_repair,0,
worst_setup_path,critPathBufInv,2,
finish,area_growth,14.08,%
worst_setup_path,critPathMaxStageDelay,560,ps
synthesis,post_synth.cell_area_avg,9.144,um^2
placed_design,io_buffers,12,
synthesis,synthXorXnorAreaFrac,11.90,%
power_and_ir_drop,pwr_density_cell,334.6,nW/um^2
synthesis,async_flop_share,0,%
final_timing,setup_viol,0,
detailed_routing,viasPerCell,4.823,
synthesis,synth_cells,684,
synthesis,top_cell,"dfxtp_1",
final_timing,rsz0062_at_grt,"false",
clock_tree,cts_buffers,17,
floorplan,fp.dieH,146.4,um
power_and_ir_drop,leakage,0.002408,uW
floorplan,core.rowCount,52,
worst_setup_path,r2r_setup_slack,2410,ps
synthesis,flop_cell,"dfxtp_1",
worst_setup_path,rr_startpoint,"counter[16]",
placed_design,gp_congestion,0.8476,
floorplan,pin_count,14,
synthesis,yosys.area.top_type,"dfxtp_1",
synthesis,syn_area,6255,um^2
synthesis,ys.flops,128,
final_timing,worst-slew-pin-transition,729.6,ps
job,tool_warnings,27,
finish,drive_above_1_share,11.02,%
hold_path,hold_start,"d0.FF[0]",
final_timing,hold_viol,0,
placed_design,hpwl,7708,um
worst_setup_path,arrival,1670,ps
worst_setup_path,crit_chain,"inv_1, clkdlybuf4s50_1",
power_and_ir_drop,vdd.ir_drop.worst,0.0002360,V
worst_setup_path,r2r-end,"counter[26]",
synthesis,ys_sh_aoi,9.542,%
finish,n_fill_cell,2062,
final_timing,fmax,383.6,MHz
hold_path,whs_path_depth,0,
synthesis,yosysCellCount,684,
floorplan,die_w,146.4,um
floorplan,die_area,21430,um^2
final_timing,drv_slew,0,
worst_setup_path,path_class,"register to primary output",
detailed_routing,drtIter0Drc,243,
final_timing,fin_worst_skew,8.238,ps
detailed_routing,firstDrtPassIters,5,
final_timing,layout_worst_path_cycle_share,55.47,%
clock_tree,cts_hold_buffers,0,
clock_tree,htreeDepth,4,
synthesis,topCellsByArea,"dfxtp_1 37%, xor2_1 6.2%, edfxtp_1 5.8%",
hold_path,hp-class,"register to register",
clock_tree,clk_pin_slew,50,ps
synthesis,yosysSeqAreaShare,42.89,%
synthesis,edf_count,12,
worst_setup_path,cp_max_fo,13,
clock_tree,clockRootBuffer,"clkbuf_16",
global_routing,grt_first_pass_wirelength,20330,um
global_routing,grt_use_total,11.42,%
final_timing,whs,363.3,ps
placed_design,dp_cells,947,
synthesis,yosysWarningCount,9,
final_timing,tns,0,ps
finish,final_cells,978,
detailed_routing,num_vias,4717,
[placed cells by master (no fill, tap or decap), types with 2 or more instances in the layout]
master	netlist	routed
clkbuf_16	0	17
mux2i_1	2	2
nand4b_1	2	2
nor4_1	14	14
nor2_4	28	28
a32o_1	2	2
o2111ai_1	2	2
or3_1	4	4
clkinv_2	0	4
and4_1	8	8
and4b_1	2	2
dfxtp_1	116	116
clkbuf_1	16	6
nor2b_1	4	4
o21ai_0	12	12
o31ai_1	3	3
xor2_1	44	44
buf_4	1	9
ha_1	6	6
and3_1	22	21
inv_1	20	20
a211oi_1	9	9
a21oi_1	26	26
edfxtp_1	12	12
clkdlybuf4s50_1	0	12
or4_1	4	4
nor3_2	2	2
nor2_1	78	78
a2111oi_2	2	2
or2_2	2	2
a31oi_1	12	12
a31o_2	2	2
nand2_1	29	29
nand4_1	30	30
o211ai_1	5	5
nor3_1	29	29
nand3_1	52	52
and2_1	5	5
xnor2_1	41	41
[sequential cells by signal (all words and copies together), names as in the netlist]
| signal | flops |
|---|---|
| counter | 32 |
| d0.Counter | 19 |
| d0.FF | 2 |
| d0.State | 1 |
| d1.Counter | 19 |
| d1.FF | 2 |
| d1.State | 1 |
| d2.Counter | 19 |
| d2.FF | 2 |
| d2.State | 1 |
| d3.Counter | 19 |
| d3.FF | 2 |
| d3.State | 1 |
| key | 4 |
| row | 4 |
[area by class of cell]
class / instances / area share (%)
Multi-Input combinational cell: 508 / 46.59
Sequential cell: 128 / 37.59
Clock buffer: 24 / 6.470
Tap cell: 270 / 4.734
Timing Repair Buffer: 21 / 2.630
Inverter: 20 / 1.052
Clock inverter: 7 / 0.9293
[where the power goes]
group          switching [uW]  internal, uW
logic                    40.9          29.1
registers                21.4          1120
clock network             440           734
[logic make-up (layout without fill, tap and decap cells)]
family,Yosys count,after routing
other,1,1
AOI/OAI and AO/OA,89,89
adders and majority gates,6,6
DFF,128,128
buffers and inverters,48,72
and+or+nand+nor,325,325
xor gates and xnor gates,85,85
muxes,2,2
[metrics by stage]
step | power [uW] | util, % | area, um^2 | setup WS, ps
6_report | 2388 | 35.04 | 7136 | 2093
3_3_place_gp | 1236 | 32.45 | 6608 | 2444
3_5_place_dp | 1237 | 32.45 | 6608 | 2430
2_1_floorplan | 1211 | - | 6255 | 2728
5_1_grt | 2493 | 35.04 | 7136 | 1993
4_1_cts | 2424 | 35.04 | 7136 | 2056
[routing by layer]
layer  share of wire, %  GRT usage, %
met5                  0             0
met4               0.99         1.406
met3                3.7         2.516
met2                 43         17.07
met1                 52         17.71
[worst max-delay path by stage]
stage	depth (start not counted)	from	to	slack, ps
after CTS	2	row[0]	rowN[0]	2060
after global routing	2	row[0]	rowN[0]	1990
final	2	row[0]	rowN[0]	2090
Power and IR drop assume default switching activity.
