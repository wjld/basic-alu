## config.mk

```make
export PLATFORM = sky130hd
export DESIGN_NAME = filter
export DESIGN_NICKNAME = filter
export VERILOG_FILES = /design/flow/design.v
export SDC_FILE = /design/flow/constraint.sdc
export NUM_CORES = 4
export LEC_CHECK = 1
export CORE_AREA = 10 10 70 70
export DIE_AREA = 0 0 80 80
```

## constraint.sdc

```tcl
current_design filter

set clk_period 1.1
set clk_io_pct 0.2

create_clock -name clk0 -period $clk_period [get_ports {released}]

set non_clock_inputs [all_inputs -no_clocks]
set_input_delay [expr $clk_period * $clk_io_pct] -clock clk0 $non_clock_inputs
set_output_delay [expr $clk_period * $clk_io_pct] -clock clk0 [all_outputs]
```

## design.v

```verilog
module filter(
	input logic reset,
	input logic released,
	input logic passThrough,
	input logic [1:0] selector,
	input logic [3:0] key,
	output logic [5:0] filtered
	);
always @(posedge released or negedge reset)
	if (!reset)
		filtered = 5'b 001111;
	else if (passThrough | (selector == 2'b 11 && key == 4'b 1101))
		filtered = {selector,key};
endmodule
```

## run.sh

```bash
#!/bin/bash
# OpenROAD 26Q1-2900-gdf79404cd8, Yosys 0.63+post, stock flow scripts
make -C /OpenROAD-flow-scripts/flow DESIGN_CONFIG=/design/flow/config.mk WORK_HOME=/design/flow/orfs finish
```

==> flow_summary.html <==
<h2>Implementation results</h2>
<table>
<tr><th>Metric</th><th>Value</th></tr>
<tr><th colspan="2">Critical path</th></tr>
<tr><td>Largest delay contributor family on the critical path</td><td>flip-flops</td></tr>
<tr><td>Arrival time at the worst endpoint</td><td>0.84 ns</td></tr>
<tr><td>Worst Setup Path Type</td><td>reg2out</td></tr>
<tr><td>Ordered list of cells on the worst path</td><td>buf_2</td></tr>
<tr><td>Critical path peak fanout</td><td>2</td></tr>
<tr><td>Number of buffers and inverters on the critical path</td><td>1</td></tr>
<tr><td>Data required, critical path</td><td>0.88 ns</td></tr>
<tr><td>Critical path capture point type</td><td>primary output</td></tr>
<tr><td>Slowest CP cell</td><td>sky130_fd_sc_hd__dfstp_2</td></tr>
<tr><td>Worst stage delay on the critical path</td><td>0.52 ns</td></tr>
<tr><td>Type of origin of the critical path</td><td>register</td></tr>
<tr><th colspan="2">Clock network</th></tr>
<tr><td>CTS max path bufs</td><td>2</td></tr>
<tr><td>Clock buffer count from CTS</td><td>3</td></tr>
<tr><td>Post-cts hold-fix buffer tally</td><td>0</td></tr>
<tr><td>TritonCTS clock tree</td><td>yes</td></tr>
<tr><td>Library cell used as clock root buffer</td><td>sky130_fd_sc_hd__clkbuf_4</td></tr>
<tr><td>Clock latency on the worst-skew pair</td><td>0.23 ns</td></tr>
<tr><td>Number of H-tree branching levels</td><td>1</td></tr>
<tr><td>Post-CTS resize count</td><td>14</td></tr>
<tr><td>Post-CTS clock slew at the launch and capture registers of the worst setup and hold paths</td><td>0.04 ns</td></tr>
<tr><td>Sinks on Clock Net</td><td>6</td></tr>
<tr><td>Postcts setup bufs</td><td>0</td></tr>
<tr><th colspan="2">Timing</th></tr>
<tr><td>Post-layout min period</td><td>1.06 ns</td></tr>
<tr><td>Final worst setup slack</td><td>about 0.036 ns</td></tr>
<tr><td>Cycle use final</td><td>0.967</td></tr>
<tr><td>Number of pins exceeding their max-slew limit in the final report</td><td>0</td></tr>
<tr><td>Worst slew pin tran</td><td>0.245 ns</td></tr>
<tr><td>Count of endpoints failing setup in the final report</td><td>0</td></tr>
<tr><td>Unrepaired setup endpoints after global routing</td><td>yes</td></tr>
<tr><td>Clock Skews</td><td>0 ns</td></tr>
<tr><td>Relative max-transition margin</td><td>0.836</td></tr>
<tr><td>Number of hold violations in the final report</td><td>0</td></tr>
<tr><td>Hold slack final</td><td>0.215 ns</td></tr>
<tr><td>Max Freq</td><td>roughly 940 MHz</td></tr>
<tr><th colspan="2">Drt</th></tr>
<tr><td>1st-iter DRT viols</td><td>3</td></tr>
<tr><td>Routed wire length</td><td>717 um</td></tr>
<tr><td>Antenna diode count</td><td>0</td></tr>
<tr><td>Drt wl/cell</td><td>about 8.5 um</td></tr>
<tr><td>DRT antenna net count</td><td>0</td></tr>
<tr><td>DR DRC count</td><td>0</td></tr>
<tr><td>Detailed-router iteration count before antenna repair</td><td>2</td></tr>
<tr><td>DR vias</td><td>227</td></tr>
<tr><td>Vias per inst</td><td>approximately 2.7</td></tr>
<tr><th colspan="2">Placement</th></tr>
<tr><td>Post-Place Worst Slack</td><td>-0.223 ns</td></tr>
<tr><td>Number of placed instances, taps included</td><td>around 80</td></tr>
<tr><td>Final weighted congestion of routability-driven global placement</td><td>between 0.7 and 0.8</td></tr>
<tr><td>Count of input and output buffers</td><td>14</td></tr>
<tr><th colspan="2">Floorplanning</th></tr>
<tr><td>Placement Rows</td><td>21</td></tr>
<tr><td>Area enclosed by the die boundary</td><td>0.00640 mm2</td></tr>
<tr><td>Die Span Y</td><td>around 80 um</td></tr>
<tr><td>Placeable core region</td><td>about 0.0034 mm2</td></tr>
<tr><td>Initial standard-cell utilization of the core</td><td>0.0810</td></tr>
<tr><td>Number of top-level design ports</td><td>15</td></tr>
<tr><td>Die Wd</td><td>80 um</td></tr>
<tr><th colspan="2">Job</th></tr>
<tr><td>OpenROAD warning count</td><td>26</td></tr>
<tr><td>Max-Cap Viols</td><td>0</td></tr>
<tr><th colspan="2">GRT</th></tr>
<tr><td>Antenna violations before repair</td><td>0</td></tr>
<tr><td>GR Util met1</td><td>0.0262</td></tr>
<tr><td>Met3 track utilization from global routing</td><td>0.0125</td></tr>
<tr><td>Pin count of the biggest net entering global routing</td><td>7</td></tr>
<tr><td>Global-route wire length before repair</td><td>1.12 mm</td></tr>
<tr><td>Most Used Layer, Global Route</td><td>met1</td></tr>
<tr><td>Global routing met2 resource utilization</td><td>0.0249</td></tr>
<tr><td>Vias in the first global route</td><td>261</td></tr>
<tr><td>GR Util All Layers</td><td>0.0207</td></tr>
<tr><td>GRT overflow</td><td>0</td></tr>
<tr><th colspan="2">Yosys</th></tr>
<tr><td>Synth Area in Adders</td><td>0</td></tr>
<tr><td>Mux area share</td><td>0.235</td></tr>
<tr><td>Flip-flop and latch count after synthesis</td><td>6</td></tr>
<tr><td>Aoi/oai-family share of the synthesized area</td><td>0.118</td></tr>
<tr><td>Largest non-sequential cell family by area</td><td>multiplexers</td></tr>
<tr><td>Summed instance area of the synthesized netlist</td><td>around 280 um2</td></tr>
<tr><td>Summed standard-cell area reported by yosys</td><td>277 um2</td></tr>
<tr><td>Yosys warning total</td><td>1</td></tr>
<tr><td>Parity-gate share of the synthesized area counting xor and xnor cells</td><td>0</td></tr>
<tr><td>Count of instantiated cells in the yosys netlist</td><td>21</td></tr>
<tr><td>Portion of the post-synthesis area used by sequential elements</td><td>0.561</td></tr>
<tr><td>Avg Synthesized Cell Area</td><td>13.2 um2</td></tr>
<tr><td>Simple share</td><td>0.0452</td></tr>
<tr><td>Count of distinct cell types in the synthesized netlist</td><td>9</td></tr>
<tr><td>Syn Inst Count</td><td>21</td></tr>
<tr><th colspan="2">Hold path</th></tr>
<tr><td>Hold crit path type</td><td>in2async</td></tr>
<tr><th colspan="2">Final layout</th></tr>
<tr><td>Final cell count without fillers</td><td>84</td></tr>
<tr><td>End-of-flow core utilization</td><td>0.139</td></tr>
<tr><td>Layout-stage area growth over the synthesis result</td><td>71.9%</td></tr>
<tr><td>Largest register FFs</td><td>6</td></tr>
<tr><td>Share of cells above drive strength 1</td><td>0.342</td></tr>
<tr><th colspan="2">Power and ir drop</th></tr>
<tr><td>Maximum vdd drop</td><td>0.175 mV</td></tr>
<tr><td>Pwr per Cell Area</td><td>1180 mW/mm2</td></tr>
<tr><td>Leakage power</td><td>approximately 0.19 nW</td></tr>
<tr><th colspan="2">Outcome</th></tr>
<tr><td>Status</td><td>finished, final reports clean</td></tr>
</table>
-- synth_stat cells --
library cell               number  share of area
sky130_fd_sc_hd__o21a_1         1          0.027
sky130_fd_sc_hd__dfrtp_1        2           0.18
sky130_fd_sc_hd__nand4_1        1          0.023
sky130_fd_sc_hd__dfstp_2        4           0.38
sky130_fd_sc_hd__nand2b_1       1          0.023
sky130_fd_sc_hd__buf_6          1          0.041
sky130_fd_sc_hd__o21ai_0        5          0.090
sky130_fd_sc_hd__mux2i_1        5           0.18
sky130_fd_sc_hd__mux2_4         1          0.054
-- path summary, 6_finish.rpt --
kind | slack (ns) | end | depth (start not counted) | from
max | 0.04 | filtered[2] | 1 | filtered[2]
min | 0.21 | filtered[4] | 1 | reset
max reg2reg | 0.29 | filtered[1] | 2 | filtered[1]
min reg2reg | 0.52 | filtered[4] | 2 | filtered[4]
max in group asynchronous | 0.63 | filtered[2] | 1 | reset
min in group clk0 | 0.52 | filtered[4] | 2 | filtered[4]
-- metal layers --
layer / vias up / wire length [um] / share of wire
li1: 111 / - / -
met1: 94 / 318 / 0.44
met2: 18 / 204 / 0.28
met3: 4 / 148 / 0.21
met4: 0 / 45 / 0.063
met5: - / 0 / 0
-- layout by cell type (no fill, tap or decap) --
cell type                         count
sky130_fd_sc_hd__clkdlybuf4s50_1      8
sky130_fd_sc_hd__o21ai_1              1
sky130_fd_sc_hd__buf_6                1
sky130_fd_sc_hd__o21a_1               1
sky130_fd_sc_hd__clkdlybuf4s15_1      1
sky130_fd_sc_hd__dlygate4sd2_1        1
sky130_fd_sc_hd__dfstp_2              4
sky130_fd_sc_hd__nand2b_1             1
sky130_fd_sc_hd__mux2i_1              5
sky130_fd_sc_hd__clkbuf_4             3
sky130_fd_sc_hd__mux2_4               1
sky130_fd_sc_hd__dfrtp_1              2
sky130_fd_sc_hd__o21ai_0              4
sky130_fd_sc_hd__buf_2                4
sky130_fd_sc_hd__nand4_1              1
-- per-stage QoR --
step                      setup TNS [ns]  total power [mW]  area, um2
after floorplan                        0             0.304        277
after global placement             -1.28             0.393        470
after detailed placement           -1.43             0.396        470
after CTS                              0             0.573        470
after global routing             -0.0133             0.611        475
final                                  0             0.562        475
-- report_power, final --
group	total, mW	leakage, nW	switching (mW)	internal (mW)
Combinational	0.105	0.111	0.0355	0.0697
Clock	0.189	0.0138	0.0661	0.122
Sequential	0.268	0.0653	0.0112	0.257
Total	0.562	0.190	0.113	0.449
-- layout make-up --
cell class                 instances  area, um2
multi-input combinational         14        110
tap                               46       57.6
timing repair buffer              15        130
clock buffer                       3       22.5
fill                             399       2940
sequential                         6        155
-- cells by family after synthesis --
kind of cell | count (synthesis)
multiplexers | 6
flip-flops | 6
AND/OR/NAND/NOR | 2
buffers and inverters | 1
AND-OR/OR-AND | 6
No activity file was given, so power comes from the tool's default toggle rates.
