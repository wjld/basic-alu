## ./config.mk

```make
export PLATFORM = sky130hd
export DESIGN_NAME = calcDecoder7
export DESIGN_NICKNAME = calcDecoder7
export VERILOG_FILES = /design/flow/design.v
export SDC_FILE = /design/flow/constraint.sdc
export NUM_CORES = 4
export LEC_CHECK = 1
export CORE_AREA = 10 10 70 70
export DIE_AREA = 0 0 80 80
```

## ./constraint.sdc

```tcl
current_design calcDecoder7

set clk_period 1.2
set clk_io_pct 0.2

create_clock -name clk0 -period $clk_period

set non_clock_inputs [all_inputs -no_clocks]
set_input_delay [expr $clk_period * $clk_io_pct] -clock clk0 $non_clock_inputs
set_output_delay [expr $clk_period * $clk_io_pct] -clock clk0 [all_outputs]
```

## ./design.v

```verilog
module calcDecoder7 (in, out);
    input [3:0] in;
    output reg[6:0] out;
    always_comb
        case (in)
            4'b0000 : out = ~7'b0111111;
            4'b0001 : out = ~7'b0000110;
            4'b0010 : out = ~7'b1011011;
            4'b0011 : out = ~7'b1001111;
            4'b0100 : out = ~7'b1100110;
            4'b0101 : out = ~7'b1101101;
            4'b0110 : out = ~7'b1111101;
            4'b0111 : out = ~7'b0000111;
            4'b1000 : out = ~7'b1111111;
            4'b1001 : out = ~7'b1101111;
            4'b1010 : out = ~7'b1110110;
            4'b1011 : out = ~7'b1000000;
            4'b1100 : out = ~7'b1110111;
            4'b1101 : out = ~7'b0000000;
            4'b1110 : out = ~7'b0000000;
            4'b1111 : out = ~7'b0000000;
            default : out = ~7'b0000000;
        endcase
endmodule
```

## ./run.sh

```bash
#!/bin/bash
# OpenROAD 26Q1-2900-gdf79404cd8, Yosys 0.63+post, stock flow scripts
make -C /OpenROAD-flow-scripts/flow DESIGN_CONFIG=/design/flow/config.mk WORK_HOME=/design/flow/orfs finish
```

==> notes.md <==
Figures from the flow reports.

Outcome:
- The flow ran to the end, but the final reports show violations.
- The checks that failed: negative setup slack.

Finish:
- The final report gives the standard cell area, fillers excluded, as 573 um2.
- The run puts the growth of design area from synthesis to finish at 126%.
- The run gives the share of layout cells above drive strength 1 as 76.6%.
- The run puts the clock tree buffer count of the final layout at 0.
- The run puts the number of flip-flops and latches at 0.
- The run gives the area used by sequential logic in the layout as 0 um2.
- The run puts the number of cells in the finished layout apart from fillers at 93.

Floorplan:
- The run gives the starting utilization of the core area as 7.44%.
- The run puts the number of rows created at floorplan at 21.
- After floorplanning, the die was sized to cover 0.00640 mm2.
- The run puts the number of top-level design ports at 11.
- The run puts the area of the placeable core at 0.00342 mm2.
- From bottom edge to top edge, the die measures 80 um.
- The run gives the width of the die as 80 um.

Yosys:
- The run gives the post-synthesis cell count from yosys as 27.
- The run puts the sequential share of the synthesized area at 0%.
- The run puts the mean instance size in the synthesized netlist at 9.41 um2.
- The run gives the summed instance area of the synthesized netlist as 254 um2.
- The run gives the chip area line of the yosys report as 254 um2.
- The netlist uses 16 different library cells.
- The run puts the instance count of the mapped netlist at 27.
- The synthesis report lists the Yosys warning total as 1.

Critical path:
- The run gives the kind of launch point of the worst setup path as a primary input.
- The OpenROAD report gives the critical path a data arrival time of 1160 ps.
- The run puts the top fanout value on the critical path at 3.
- The worst setup path is captured at a primary output.
- The run puts the data required time at the worst endpoint at 960 ps.
- The critical path is of the primary input to primary output type.

Min path:
- The run gives the endpoint of the worst hold path as out[1].
- The tightest min-delay check is of the primary input to primary output type.
- The run puts the instance count along the most critical hold path at 4.
- STA lists the startpoint of the worst hold path as in[3].

Power:
- Combinational logic burns 100.0% of the power.
- The run puts the leakage component of the power at 0.249 nW.
- The run gives the clock share of power as 0%.
- The run puts the internal cell power at 0.116 mW.
- The run gives the net load switching power as 0.0668 mW.
- Per report_power, the sequential group accounts for 0% of the total.
- The run gives the power density normalized to cell area as 319 mW/mm2.
- The run gives the maximum vdd ir drop as 0.0418 mV.
- The run puts the net switching share of the total power at 36.5%.

Routing:
- The run puts the detailed-router iteration count before antenna repair at 2.
- The detailed router finished its first iteration with 18 violations.
- The run gives the via count of the routed design as 258.
- The run puts the antenna diode instance count at 0.
- The run gives the number of design rule violations left after detail routing as 0.
- TritonRoute output was used to compute an average wire per cell of 8.66 um.
- The count of nets left with antenna violations once routing finished came out at 0.
- Using the TritonRoute via totals, the vias-per-cell ratio works out to 2.77.
- The run gives the total routed wirelength as 805 um.

Flow run:
- The run gives the max-capacitance violation count as 0.
- The run gives the total tool warning count as 38.

STA:
- The run gives the maximum frequency from static timing analysis as 0.714 GHz.
- The run puts the number of failing hold endpoints at the final stage at 0.
- Setup repair after global routing could not meet its margin everywhere.
- The run puts the worst-margin pin slew at 204 ps.
- Once routing completed, OpenROAD measured the worst setup slack at -200 ps.
- The run gives the time the final worst path needs with I/O delays and setup as 1400 ps.
- The run gives the count of final max-slew check failures as 0.
- The final critical path takes up 117% of the cycle.
- For this run, the final setup violation count is recorded as 7.
- Across all checked pins, the minimum headroom to the slew limit is 86.3%.

Clock tree:
- The number of hold buffers added after CTS was 0.

Global route:
- The run gives the pin count of the biggest net entering global routing as 8.
- The run gives the via count of the first global-routing pass as 276.
- The first global-routing pass estimated 1340 um of wire.
- The run puts the initial antenna violation count at 0.
- The run puts the global route total overflow at 0.
- The run puts the overall global routing resource usage at 2.45%.

Placed design:
- The run gives the HPWL after detailed placement as 604 um.
- The run puts the global placer's final weighted congestion at 0.770.
- The run gives the count of input and output buffers as 11.
- After detailed placement, the design holds a cell count of 90.
- The run gives the instance area after placement as 462 um2.
## cell usage after synthesis (all sizes together)
master | instances | area (um2)
ha | 5 | 62.6
mux2 | 4 | 48.8
inv | 3 | 11.3
mux2i | 3 | 30.0
buf | 2 | 22.5
nand2b | 2 | 12.5
a21oi | 1 | 5.00
a31o | 1 | 8.76
a31oi | 1 | 6.26
mux4 | 1 | 22.5
nand2 | 1 | 3.75
nor3 | 1 | 5.00
or2 | 1 | 6.26
xnor2 | 1 | 8.76
## cell families after synthesis
| group | after synthesis | share of synthesized area [%] |
|---|---|---|
| buf+inv | 5 | 13.3 |
| xor+xnor | 1 | 3.45 |
| compound gates | 3 | 7.88 |
| simple gates | 5 | 10.8 |
| fa+ha+maj | 5 | 24.6 |
| mux | 8 | 39.9 |
## through the flow
| stage | hold WS [ps] | setup WS, ps | util, % | total power [mW] | setup TNS [ps] |
|---|---|---|---|---|---|
| after global placement | 1640 | -1000 | 13.5 | 0.152 | -6700 |
| after detailed placement | 1640 | -1000 | 13.5 | 0.152 | -6680 |
| after floorplan | 577 | 15.3 | - | 0.0660 | 0 |
| after global routing | 984 | -226 | 16.8 | 0.201 | -1350 |
| after CTS | 931 | -200 | 16.0 | 0.174 | -1050 |
| final | 928 | -200 | 16.8 | 0.183 | -1020 |
## power by group through the flow
stage                 registers [mW]  logic, mW  clock network (mW)
after CTS                          0      0.174                   0
after global routing               0      0.201                   0
final                              0      0.183                   0
## routing by layer
metal | vias up | wire length, um | GRT usage, %
met4 | 0 | 0 | 0.352
met2 | 5 | 411 | 4.33
met3 | 0 | 40 | 0.341
met5 | - | 0 | 0
li1 | 135 | - | -
met1 | 118 | 353 | 3.11
## final cells by class
type                            instances  area, um2
Fill cell                             376       2840
Multi-Input combinational cell         22        293
Timing Repair Buffer                   22        196
Tap cell                               46       57.6
Inverter                                3       26.3
## cells in the final DEF, fill, tap and decap left out, drive strengths merged
| cell type | count |
|---|---|
| a21oi | 1 |
| a31o | 1 |
| a31oi | 1 |
| buf | 20 |
| clkbuf | 1 |
| clkdlybuf4s15 | 1 |
| ha | 5 |
| inv | 3 |
| mux2 | 4 |
| mux2i | 3 |
| mux4 | 1 |
| nand2 | 1 |
| nand2b | 2 |
| nor3 | 1 |
| or2 | 1 |
| xnor2 | 1 |
## critical path: stages
cell and delay [ps]:
sky130_fd_sc_hd__buf_8 90, sky130_fd_sc_hd__inv_8 40, sky130_fd_sc_hd__ha_4 140, sky130_fd_sc_hd__mux2_4 270
sky130_fd_sc_hd__mux2_4 280, sky130_fd_sc_hd__buf_6 110
## timing repair
action / in CTS / in global routing
buffers inserted: 2 / 1
gates resized: 64 / 6
endpoints found under the setup margin: 7 / 7
pin swaps: 5 / 3
cloned: 0 / 0
## worst max-delay path by stage
stage | from | end | slack [ps] | cells past startpoint
final | in[1] | out[3] | -200 | 6
after global routing | in[0] | out[0] | -230 | 6
after CTS | in[1] | out[3] | -200 | 6
Power figures rest on the tool's default switching activity, not on a simulated workload.
